`design/flow/run.sh`:
```
#!/bin/bash
# OpenROAD 26Q1-2900-gdf79404cd8, Yosys 0.63+post, stock flow scripts
make -C /OpenROAD-flow-scripts/flow DESIGN_CONFIG=/design/flow/config.mk WORK_HOME=/design/flow/orfs finish
```
`design/flow/design.v`:
```
`timescale 1ns / 1ps
module Button_Controller(
    input i_clk,
    input i_button,
    input i_reset,
    output o_button
    );
    parameter PUSHED   = 1'b1,
              RELEASED = 1'b0,
              TRUE     = 1'b1,
              FALSE    = 1'b0;
    parameter DEBOUNCE = 500_000;  
    reg r_prevState = RELEASED;
    reg r_button;
    reg [31:0] r_counter = 0;
    assign o_button = r_button;
    always @(posedge i_clk or posedge i_reset) begin
        if (i_reset) begin
            r_button    <= FALSE;
            r_prevState <= RELEASED;
            r_counter   <= 0;
        end        
        else begin
            if ((i_button == PUSHED) && (r_prevState == RELEASED) && (r_counter <DEBOUNCE)) begin
                r_counter <= r_counter + 1;
                r_button <= FALSE;
            end
            else if ((i_button == PUSHED) && (r_prevState == RELEASED) && (r_counter == DEBOUNCE)) begin
                r_counter = 0;
                r_prevState <= PUSHED;
                r_button <= FALSE;
            end
             else if ((i_button == RELEASED) && (r_prevState == PUSHED) && (r_counter < DEBOUNCE)) begin
                r_counter <= r_counter + 1;
                r_button <= FALSE;
            end
            else if ((i_button == RELEASED) && (r_prevState == PUSHED) && (r_counter == DEBOUNCE)) begin
                r_counter = 0;
                r_prevState <= RELEASED;
                r_button <= TRUE;
            end
        else begin
            r_button <= FALSE;
        end
        end
    end
endmodule
`timescale 1ns / 1ps
module FSM_Light(
    input i_clk,
    input i_reset,
    input [1:0] i_OnOffSW,
    input [1:0] i_button,
    output [1:0] o_light
    );
    parameter S_LED_00 = 2'b00,   
              S_LED_01 = 2'b01,
              S_LED_10 = 2'b10,
              S_LED_11 = 2'b11;
    reg [1:0]curState, nextState;
    reg [1:0]r_light;
    assign o_light = r_light;
    always @(posedge i_clk or posedge i_reset) begin
        if (i_reset) curState <= S_LED_00;
        else         curState <= nextState;
    end
    always @(curState or i_button) begin
        case (curState)
            S_LED_00 : begin
                if (i_button[0])      nextState <= S_LED_01;
                else if (i_button[1]) nextState <= S_LED_11;
                else                  nextState <= S_LED_00;  
            end
            S_LED_01  : begin
                if (i_button[0])      nextState <= S_LED_10;
                else if (i_button[1]) nextState <= S_LED_00;
                else                  nextState <= S_LED_01;
            end
             S_LED_10  : begin
                if (i_button[0])      nextState <= S_LED_11;
                else if (i_button[1]) nextState <= S_LED_01;
                else                  nextState <= S_LED_10;
            end
             S_LED_11  : begin
                if (i_button[0])      nextState <= S_LED_00;
                else if (i_button[1]) nextState <= S_LED_10;
                else                  nextState <= S_LED_11;
            end
        endcase
    end
    always @(curState) begin
        r_light <= 2'bxx;  
        case (curState)
            S_LED_00 : r_light <= 2'b00;
            S_LED_01 : r_light <= 2'b01;
            S_LED_10 : r_light <= 2'b10;  
        endcase
    end
endmodule
`timescale 1ns / 1ps
module top_Light(
    input i_clk,
    input i_reset,
    input [1:0] i_button,
    output [1:0] o_light
 );
     wire [1:0] w_button;
    Button_Controller btn_ct1(
    .i_clk(i_clk),
    .i_button(i_button[0]),
    .i_reset(i_reset),
    .o_button(w_button[0])
    );
    Button_Controller btn_ct2(
    .i_clk(i_clk),
    .i_button(i_button[1]),
    .i_reset(i_reset),
    .o_button(w_button[1])
    );
    FSM_Light fsm(
    .i_clk(i_clk),
    .i_reset(i_reset),
    .i_button(w_button),
    .o_light(o_light)
    );
endmodule
```
`design/flow/constraint.sdc`:
```
current_design top_Light

set clk_period 3.8
set clk_io_pct 0.2

create_clock -name clk0 -period $clk_period [get_ports {i_clk}]

set non_clock_inputs [all_inputs -no_clocks]
set_input_delay [expr $clk_period * $clk_io_pct] -clock clk0 $non_clock_inputs
set_output_delay [expr $clk_period * $clk_io_pct] -clock clk0 [all_outputs]
```
`design/flow/config.mk`:
```
export PLATFORM = sky130hd
export DESIGN_NAME = top_Light
export DESIGN_NICKNAME = top_Light
export VERILOG_FILES = /design/flow/design.v
export SDC_FILE = /design/flow/constraint.sdc
export NUM_CORES = 4
export LEC_CHECK = 1
export CORE_UTILIZATION = 30
```
==> ci_impl_report.md <==
### Metrics collected by this job

| Metric | Value |
|---|---|
| Post-synth ARST share | `100.0%` |
| Clock Latency Late Sink | `340 ps` |
| CTS Hold Buffers Added | `0` |
| Post-layout min period | `2504 ps` |
| Cycle use final | `65.89%` |
| Total grt overflow | `0` |
| Ports | `6` |
| Initial antenna violation count | `0` |
| Vias in the first global route | `2126` |
| First-pass GRT wire length | `10210 um` |
| Status | `finished clean` |
| Crit Path Max Fanout | `5` |
| Rows | `38` |
| Synthesis-to-layout area growth | `9.985%` |
| Number of enable flip-flop cells | `0` |
| Die Wd | `108 um` |
| Post-route DRC | `0` |
| CTS H-tree lvls | `3` |
| Antenna diode count | `0` |
| Critical path, cell by cell | `inv_1 > ha_1 > nor4b_1 > nand2_1 > nor4_1 > o21ai_0 > mux2_2` |
| CTS Buffer Depth | `2` |
| Post-DP HPWL | `4008 um` |
| Worst Setup End Kind | `flip-flop` |
| Commonest flop | `dfrtp_1` |
| Core box area | `0.01089 mm2` |
| Post-DP Area | `0.003471 mm2` |
| Synthesized cell area | `0.003371 mm2` |
| Total power | `1.852 mW` |
| Share of layout cells above drive strength 1 | `10.44%` |
| Ys Warns | `2` |
| Final GP Congestion | `0.8753` |
| DRT antenna net count | `0` |
| Via-to-Cell Ratio | `4.914` |
| RSZ-0062 raised after global routing | `false` |
| Top delay family on crit path | `simple AND/OR/NAND/NOR gates` |
| Port bufs | `5` |
| Crit-path max cell delay | `700 ps` |
| Via Count | `2241` |
| Die Y | `108 um` |
| Fin Clk Skew | `5.059 ps` |
| Drt first pass iters | `4` |
| Worst-Margin Slew | `788.3 ps` |
| Postcts setup bufs | `0` |
| Cells after synthesis | `328` |
| Crit Path Class | `reg -> reg` |
| Critical path required time | `4030 ps` |
| Fin. Hold Viols | `0` |
| Max_cap viols | `0` |
| Mean Syn Cell Area | `10.28 um2` |
| Slowest CP cell | `nor4_1` |
| PostCTS Resize Cnt | `0` |
| Clk root buf | `clkbuf_8` |
| Largest net degree at the start of global routing | `61` |
| Initial drt markers | `101` |
| CTS buffer count | `9` |
| Post-route cell area | `0.003707 mm2` |
| Fp_density | `30.96%` |
| Final Setup Violations | `0` |
| Fmax | `399.4 MHz` |
| Startpoint Class | `flip-flop` |
| Clock Sinks | `72` |
| Total track usage | `11.19%` |
| Die area | `0.01166 mm2` |
| P_leak | `1.653 nW` |
| Yosys chip area | `0.003371 mm2` |
| Unique cell types | `50` |
| Ys cells | `328` |
| VDD IR max | `428.1 uV` |
| Total wire length | `5919 um` |
| R2r setup slk | `1300 ps` |
| Pwr dens | `499.5 mW/mm2` |
| Slew Limit Fails | `0` |
| Worst-path clk slew | `70 ps` |
| CP bufs+invs | `1` |
| Tool warnings | `27` |
| Max_slew headroom | `46.96%` |
| Hold Path Class | `reg -> reg` |
| Filler cell count | `1052` |
| Setup TNS | `0 ps` |
| Drt wl/cell | `12.98 um` |
| Crit path DAT | `2730 ps` |
| Post-synth regs | `72` |
| CTS tree | `built` |
| Synth Seq Share | `53.49%` |
## logic make-up after synthesis
family,Yosys count,share of synthesized area [%]
DFF,72,53.49
xor gates and xnor gates,21,5.456
and+or+nand+nor,129,21.38
adders and majority gates,4,1.485
buffers and inverters,47,5.493
muxes,8,2.487
AOI/OAI and AO/OA,47,10.21
## where the power goes
| part | internal (mW) | switching [mW] | leakage [nW] |
|---|---|---|---|
| Sequential | 0.834 | 0.106 | 0.934 |
| Combinational | 0.0925 | 0.110 | 0.609 |
| Clock | 0.436 | 0.274 | 0.110 |
| Total | 1.36 | 0.489 | 1.65 |
## flip-flops by register name, summed over array words and instances, names as in the netlist
| signal | cells |
|---|---|
| btn_ct1.r_button | 1 |
| btn_ct1.r_counter | 32 |
| btn_ct1.r_prevState | 1 |
| btn_ct2.r_button | 1 |
| btn_ct2.r_counter | 32 |
| btn_ct2.r_prevState | 1 |
| fsm.curState | 4 |
## worst reg2reg max path: stages (launching register included)
cell,delay (ps)
dfrtp_1,410
inv_1,100
ha_1,140
nor4b_1,230
nand2_1,130
nor4_1,700
o21ai_0,330
mux2_2,340
## cell usage after synthesis, drive strengths merged, types with 4 or more instances
master	count	area share [%]
dfrtp	71	53
clkbuf	33	3.7
nand2	23	2.6
nor2	19	2.1
nand3	18	2.7
nand4	17	3.3
xnor2	16	4.2
inv	12	1.3
nor4	11	2.0
nor3	10	1.5
and3	9	1.7
a31oi	8	1.5
o21ai	8	1.2
a21oi	7	1.0
mux2i	5	1.5
xor2	5	1.3
a211o	4	1.1
and4	4	1.0
ha	4	1.5
o31ai	4	0.89
or2	4	0.74
## area by class of cell
type / count / area, um2 / share of cell area [%]
Clock inverter: 5 / 105.1 / 2.835
Multi-Input combinational cell: 209 / 1383 / 37.29
Inverter: 12 / 45.04 / 1.215
Sequential cell: 72 / 1803 / 48.63
Tap cell: 140 / 175.2 / 4.725
Timing Repair Buffer: 7 / 65.06 / 1.755
Clock buffer: 11 / 131.4 / 3.544
## metrics by stage
| step | setup WS, ps | hold slack [ps] | std cells | util [%] |
|---|---|---|---|---|
| 3_5_place_dp | 1087 | 365.6 | 440 | 31.88 |
| 3_3_place_gp | 1186 | 365.0 | 440 | 31.88 |
| 6_report | 1296 | 377.5 | 456 | 34.05 |
| 5_1_grt | 1131 | 392.2 | 456 | 34.05 |
| 2_1_floorplan | 1217 | 429.4 | 328 | - |
| 4_1_cts | 1335 | 383.5 | 456 | 34.05 |
## layout by cell type, fill, tap and decap left out, drive strengths merged, types with 2 or more instances in the layout
cell type / instances
dfrtp: 71
nand2: 23
nor2: 19
nand3: 18
nand4: 17
xnor2: 16
inv: 12
nor4: 11
clkbuf: 11
nor3: 10
and3: 9
a31oi: 8
o21ai: 8
a21oi: 7
xor2: 5
mux2i: 5
clkdlybuf4s50: 5
o31ai: 4
and4: 4
or2: 4
ha: 4
a211o: 4
a22o: 3
nor4b: 3
mux2: 3
bufinv: 3
a211oi: 3
nor3b: 2
or3: 2
a21o: 2
clkinvlp: 2
buf: 2
or4: 2
## worst paths after layout
path | endpoint | startpoint | depth (start not counted)
setup / recovery | btn_ct1.r_counter[0]$_DFFE_PP0P_ | btn_ct1.r_counter[0]$_DFFE_PP0P_ | 7
hold / removal | btn_ct2.r_counter[22]$_DFFE_PP0P_ | btn_ct2.r_counter[22]$_DFFE_PP0P_ | 0
setup reg to reg | btn_ct1.r_counter[0]$_DFFE_PP0P_ | btn_ct1.r_counter[0]$_DFFE_PP0P_ | 7
hold reg to reg | btn_ct2.r_counter[22]$_DFFE_PP0P_ | btn_ct2.r_counter[22]$_DFFE_PP0P_ | 0
max in group asynchronous | fsm.curState[3]$_DFF_PP0_ | i_reset | 3
min in group asynchronous | btn_ct1.r_prevState$_DFFE_PP0P_ | i_reset | 2
## metal layers
metal | track usage (%) | up-vias | part of all wire, %
met1 | 18.26 | 1058 | 52
li1 | - | 1132 | -
met2 | 15.29 | 41 | 41
met5 | 0 | - | 0
met3 | 3.006 | 10 | 4.8
met4 | 2.055 | 0 | 1.6
Power is estimated from default activity; no workload was simulated.
